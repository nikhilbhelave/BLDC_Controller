File: flow/design.v
`timescale 1ns / 1ps
module PID( 
 input [8:0] current_vel,
 input [3:0] kp,kd,
 input clk,ce,
 output[8:0] vel_output
  );
  reg signed [8:0] vel_output_r;
	reg signed [8:0] target_vel_r; 
   reg signed [8:0] current_vel_r;
   reg[3:0] Kp_r,Kd_r;
	reg signed[8:0] error,prev_error;
	reg signed [9:0] error_diff;
	wire signed [13:0] vel_output_w; 
	assign vel_output = vel_output_r;
	initial begin
		error=0;
		prev_error=0;
		vel_output_r=0;
		target_vel_r = 5;
	end
	assign vel_output_w=Kp_r*error+Kd_r*error_diff;
	wire [9:0] Delta_ERR_Wire = error - prev_error;
   always@ (posedge clk)
	begin
		if(ce==1)begin
			current_vel_r <= current_vel;
			Kp_r <= kp;
			Kd_r <= kd;
			error <= target_vel_r-current_vel_r;
			prev_error <= error;
			error_diff  <= error-prev_error;
			if(vel_output_w>255)
			begin
			vel_output_r <= 255;
			end
			 if(vel_output_w<(-255))
			begin
			vel_output_r <= -255;
			end
			vel_output_r <= vel_output_w+vel_output_r;
			end
	end
endmodule
File: flow/run.sh
#!/bin/bash
# OpenROAD 26Q1-2900-gdf79404cd8, Yosys 0.63+post, stock flow scripts
make -C /OpenROAD-flow-scripts/flow DESIGN_CONFIG=/design/flow/config.mk WORK_HOME=/design/flow/orfs finish
File: flow/config.mk
export PLATFORM = sky130hd
export DESIGN_NAME = PID
export DESIGN_NICKNAME = PID
export VERILOG_FILES = /design/flow/design.v
export SDC_FILE = /design/flow/constraint.sdc
export NUM_CORES = 4
export LEC_CHECK = 1
export CORE_UTILIZATION = 50
File: flow/constraint.sdc
current_design PID

set clk_period 8.3
set clk_io_pct 0.2

create_clock -name clk0 -period $clk_period [get_ports {clk}]

set non_clock_inputs [all_inputs -no_clocks]
set_input_delay [expr $clk_period * $clk_io_pct] -clock clk0 $non_clock_inputs
set_output_delay [expr $clk_period * $clk_io_pct] -clock clk0 [all_outputs]
==> flow_metrics.py <==
# Flow results
metrics = {
    "outcome": {
        "outcome": "finished, final reports clean",
    },
    "final_timing": {
        "relSlewSlack_pct": 54.4,
        "finalSetupViolCount": 0,
        "fin_tns_setup_ns": 0,
        "layout_setup_ws_ns": 4.04,
        "rsz0062_at_grt": "no",
        "finalHoldViolations": 0,
        "fin_skew_ns": 0.00476,
        "fmax_mhz": 235,
        "drv_slew": 0,
        "post-route-period-util_pct": 51.3,
        "worst_pin_slew_ns": 0.684,
        "fin_crit_ns": 4.26,
    },
    "worst_setup_path": {
        "slowest_stage": "edfxtp_1",
        "crit_path_max_fanout": 8,
        "crit_buf_inv": 2,
        "cp_common_cell": "fa_1",
        "crit_chain": "and2_1 -> fa_1 -> inv_1 -> fa_1 -> fa_1 -> inv_1 -> fa_1 -> fa_1 -> a21oi_1 -> nor2_1 -> o21ai_0 -> nand2b_1 -> a21oi_1 -> xnor2_1",
        "path_class": "reg2reg",
        "path_depth": 14,
        "crit_required_ns": 8.37,
        "critPathMaxStageDelay_ns": 0.53,
        "worstPathArrival_ns": 4.33,
        "worst-r2r-cell-count": 14,
        "critPathTopFamily": "adder cells",
        "start_kind": "register",
        "endpoint_kind": "register",
    },
    "routing": {
        "via_per_inst": 4.80,
        "diodes": 0,
        "dr.pass1.iters": 4,
        "route.detailed.drc": 0,
        "wl_mm": 5.99,
        "drt_iter0_markers": 56,
        "wl_per_cell_um": 13.4,
        "drtAntennaViolNets": 0,
        "via_count": 2141,
    },
    "clock_network": {
        "cts_hold_buf": 0,
        "postCtsSetupBuffers": 0,
        "clk-insertion-delay-late_ns": 0.31,
        "clockBufferDepth": 2,
        "clkSinkCount": 53,
        "numCtsBuffers": 5,
        "cts.repair.resized": 0,
        "clk_transition_reported_paths_ns": 0.10,
        "cts_root_buf": "clkbuf_8",
        "htreeDepth": 2,
        "cts_tree": "done",
    },
    "final_layout": {
        "filler_cell_count": 620,
        "drive_gt1_share_pct": 6.05,
        "synthToLayoutAreaGrowth_pct": 13.6,
    },
    "pwr": {
        "cellPowerDensity_nw_per_um2": 402,
        "leakagePower_nw": 1.81,
        "irDropWorstVdd_mv": 0.171,
    },
    "placement": {
        "gp_congestion": 0.874,
        "io_buffers": 27,
        "pre_cts_ws_ns": 4.02,
        "hpwl_mm": 4.81,
    },
    "grt": {
        "grt_pass1_vias": 2284,
        "grt_use_total_pct": 19.4,
        "globalRouteOverflowTotal": 0,
        "grt_max_degree": 54,
        "grt_pass1_wl_mm": 10.3,
        "antenna_found_initial": 0,
    },
    "floorplanning": {
        "chip_area_sq_um": 7880,
        "io_pins": 28,
        "core_area_sq_um": 7250,
        "fp_util_pct": 51.9,
        "die_y_um": 88.8,
        "die_width_um": 88.8,
        "rows": 31,
    },
    "synthesis": {
        "ys.flop_type": "edfxtp_1",
        "ys_top_cells_by_count": "inv_1, edfxtp_1, fa_1",
        "top_cells_by_area": "edfxtp_1, fa_1, ha_1",
        "synth_top_area_share_pct": 42.3,
        "synth_seq_share_pct": 42.3,
        "synthCells": 311,
        "ys.flops": 53,
        "ys_cells": 311,
        "synthArstFlopShare_pct": 0,
        "ys_warn_count": 1,
        "largest_area_cell": "edfxtp_1",
        "synth.most_common_cell": "inv_1",
        "synth_cell_types": 26,
        "synth.avg_cell_area_sq_um": 12.1,
        "ys_chip_area_sq_um": 3760,
        "syn_area_sq_um": 3760,
        "edf_count": 53,
    },
    "flow_run": {
        "warnings": 25,
        "maxCapViolCount": 0,
    },
    "hold_path": {
        "min_path_cells": 1,
        "min-delay-path-class": "reg2reg",
    },
}
==> cell families after synthesis <==
logic type	after synthesis	share of synthesized area [%]
AOI/OAI and AO/OA	20	3.16
and+or+nand+nor	79	10.5
DFF	53	42.3
adders and majority gates	66	30.1
xor gates and xnor gates	32	7.85
buffers and inverters	61	6.08
==> metal layers <==
| layer | up-vias | routed length (um) | GRT usage, % | part of all wire (%) |
|---|---|---|---|---|
| li1 | 1057 | - | - | - |
| met1 | 1033 | 2680 | 30.3 | 45 |
| met2 | 42 | 2990 | 31.6 | 50 |
| met3 | 9 | 201 | 3.97 | 3.4 |
| met4 | 0 | 108 | 3.37 | 1.8 |
| met5 | - | 0 | 0 | 0 |
==> state kept, by name (all words and copies together), names as in the netlist <==
signal         flops
error              9
vel_output_r       9
error_diff         9
prev_error         9
current_vel_r      9
Kd_r               4
Kp_r               4
==> metrics by stage <==
step / total power, W / instance area (sq um) / hold WS [ns] / utilization (%) / std cells
6_report: 0.00172 / 4280 / 0.520 / 59.0 / 446
5_1_grt: 0.00195 / 4280 / 0.537 / 59.0 / 446
4_1_cts: 0.00176 / 4280 / 0.520 / 59.0 / 446
3_5_place_dp: 0.00157 / 4160 / 0.499 / 57.4 / 438
3_3_place_gp: 0.00155 / 4160 / 0.497 / 57.4 / 438
2_1_floorplan: 0.00135 / 3760 / 0.487 / - / 311
==> final cells by class <==
| type | instances | area [sq um] | area share (%) |
|---|---|---|---|
| tap | 99 | 124 | 2.90 |
| multi-input combinational | 197 | 1940 | 45.4 |
| timing repair buffer | 28 | 273 | 6.38 |
| clock inverter | 3 | 47.5 | 1.11 |
| clock buffer | 5 | 68.8 | 1.61 |
| sequential | 53 | 1590 | 37.2 |
| inverter | 61 | 229 | 5.35 |
==> worst paths after layout <==
kind	endpoint	slack (ns)	startpoint
max reg2reg	vel_output_r[8]	4.04	Kp_r[1]
min reg2reg	error[0]	0.52	current_vel_r[0]
min	error[0]	0.52	current_vel_r[0]
max	vel_output_r[8]	4.04	Kp_r[1]
==> cell usage in the layout (no fill, tap or decap), drive strengths merged <==
cell type / netlist / final
or4: 1 / 1
o21ai: 5 / 5
nor2: 7 / 7
buf: 0 / 2
clkbuf: 0 / 5
o31ai: 1 / 1
xnor2: 26 / 26
nand2: 39 / 39
a21oi: 8 / 8
nand2b: 1 / 1
bufinv: 0 / 1
clkdlybuf4s50: 0 / 26
xor2: 6 / 6
ha: 25 / 25
a211oi: 1 / 1
nor3: 3 / 3
inv: 61 / 63
a21o: 1 / 1
or2: 1 / 1
edfxtp: 53 / 53
and2: 23 / 23
o21bai: 1 / 1
a21boi: 2 / 2
nor2b: 4 / 4
fa: 41 / 41
a2111oi: 1 / 1
==> where the power goes <==
group / switching [W] / internal (W) / total [W]
Sequential: 0.0000393 / 0.000423 / 0.000463
Combinational: 0.000525 / 0.000549 / 0.00107
Clock: 0.0000923 / 0.0000922 / 0.000185
No activity file was given, so power comes from the tool's default toggle rates.
