<file path="flow/design.v">
`timescale 1ns / 1ps
module bit16_pwm(
    CLK,W,P,E,X
    );
input wire CLK;
input wire E;
input wire [15:0] W;
output wire P;
output wire X;
reg Temp;
reg [15:0] Qn;
reg  S;
initial begin
S <= 1'b0;
Qn <= 16'b0000000000000000;
Temp <= 1'b0;
end
assign P=S;
assign X=Temp;
always @(posedge CLK)
begin
if ((E==1)&&(Qn<65533)) begin
Qn <= Qn + 1;
end
else begin
Qn <= 0;
end
end
always @(posedge CLK)
begin
if (E==1) begin
if (Qn < W) begin
S <= 1;
Temp <=0;
end 
else if (W==16'b1111111111111111) begin
Temp <=1;
S <= 0;
end
else begin
S <=0;
end
end
else begin
S <= 0;
end
end
endmodule
</file>
<file path="flow/run.sh">
#!/bin/bash
# OpenROAD 26Q1-2900-gdf79404cd8, Yosys 0.63+post, stock flow scripts
make -C /OpenROAD-flow-scripts/flow DESIGN_CONFIG=/design/flow/config.mk WORK_HOME=/design/flow/orfs finish
</file>
<file path="flow/config.mk">
export PLATFORM = sky130hd
export DESIGN_NAME = bit16_pwm
export DESIGN_NICKNAME = bit16_pwm
export VERILOG_FILES = /design/flow/design.v
export SDC_FILE = /design/flow/constraint.sdc
export NUM_CORES = 4
export LEC_CHECK = 1
export CORE_AREA = 10 10 95 95
export DIE_AREA = 0 0 105 105
</file>
<file path="flow/constraint.sdc">
current_design bit16_pwm

set clk_period 4.6
set clk_io_pct 0.2

create_clock -name clk0 -period $clk_period [get_ports {CLK}]

set non_clock_inputs [all_inputs -no_clocks]
set_input_delay [expr $clk_period * $clk_io_pct] -clock clk0 $non_clock_inputs
set_output_delay [expr $clk_period * $clk_io_pct] -clock clk0 [all_outputs]
</file>
==> impl_metrics.yaml <==
# physical design summary
status:
  outcome: "finished clean"
clock_network:
  htree_levels: 1
  cts_setup_buffers: 0
  clockBufferDepth: 2
  cts_tree: "built"
  cts_root_buffer: "clkbuf_8"
  clock_latency_ns: 0.25
  path_clk_slew_ns: 0.07
  clock-sinks: 18
  cts_resized: 0
  cts_buffers: 3
  cts_hold_buf: 0
timing:
  max_slew_margin_pct: 56.1
  tightest_slew_ns: 0.659
  finalHoldViolCount: 0
  period_used_pct: 59.2
  max_freq_mhz: 367
  finalMaxSlewViolations: 0
  tns_ns: 0
  rsz0062_at_grt: "no"
  timing.final.crit_period_ns: 2.72
  setup_ws_ns: 1.88
  fin_skew_ns: 0.00202
  setup_violations: 0
placed_design:
  portBuffers: 19
  placed_area_sq_mm: 0.00148
  place_ws_ns: 1.64
  hpwlAfterDp_mm: 2.17
  gp_congestion: 0.812
layout:
  logic_area_sq_um: 724
  n_fill_cell: 764
  drive_gt1_share_pct: 4.97
  regArea_sq_um: 370
  post-route-util_pct: 22.0
  area_growth_syn_to_layout_pct: 28.8
  fin_area_sq_mm: 0.00152
setup_path:
  crit_path_max_fanout: 4
  max_stage_delay_ns: 0.49
  path_cells: "clkdlybuf4s50_1, inv_1, ha_1, nand3_1, nor4_1, a32oi_1, and4b_1, a41o_1"
  r2r_start: "Qn[7]"
  crit_type: "primary input to flop"
  critPathSlowestCell: "clkdlybuf4s50_1"
  cp.required_ns: 4.62
  cp_num_buf_inv: 2
  cp.arrival_ns: 2.74
  cp-end-kind: "flop"
  path_delay_family: "simple AND/OR/NAND/NOR gates"
  reg2reg_slack_ns: 2.70
  start_kind: "primary input"
  r2r_end: "Temp"
  ff2ff_path_depth: 6
route:
  drt_iter0_markers: 26
  wl_per_cell_microns: 10.3
  wl_mm: 2.64
  diodes: 0
  drt_first_pass_iters: 2
  via_per_inst: 3.72
  route.detailed.drc: 0
  ant_nets: 0
  num_vias: 956
job:
  cap_violations: 0
  tool_warnings: 26
pwr:
  switching_share_pct: 22.8
  p_seq_share_pct: 51.4
  max-vdd-ir-drop_mv: 0.0483
  p_int_uw: 246
  pwr_density_cell_mw_per_mm2: 209
  pwr-share-comb_pct: 13.3
  switchingPower_uw: 72.5
  clock_power_share_pct: 35.3
  p_leak_nw: 0.678
grt:
  first_global_vias: 1010
  grt_max_degree: 16
  grt_antenna_before_repair: 0
  gr-usage-all-layers_pct: 4.78
  grt_pass1_wl_mm: 4.54
  grt-ovfl-total: 0
hold_path:
  hold_end: "Qn[0]"
  hold_class: "flop to flop"
  worstHoldStart: "Qn[0]"
  worstHoldPathCells: 1
synthesis:
  synth-area-yosys_sq_mm: 0.00118
  edf_count: 1
  synth_cell_types: 31
  ys_cells: 140
  ys_ff: 18
  synthArstFlopShare_pct: 0
  flop_cell: "dfxtp_1"
  synth_cells: 140
  postSynthSeqShare_pct: 31.4
  avgSynthCellArea_sq_um: 8.44
  synth_area_sq_mm: 0.00118
  yosysWarnings: 1
floorplanning:
  chipWidth_microns: 105
  rows: 30
  fp_util_pct: 17.1
  die_height_microns: 105
  ioPinCount: 20
  core_area_sq_mm: 0.00691
  dieArea_sq_mm: 0.0110
==> area by class of cell <==
cell class / instances / area share, %
inverter: 19 / 4.69
sequential: 18 / 24.3
tap: 96 / 7.89
clock buffer: 4 / 2.96
timing repair buffer: 19 / 12.5
multi-input combinational: 101 / 47.6
==> registers in the layout (all words and copies together) (netlist names) <==
signal,flops
S,1
Qn,16
Temp,1
==> how the worst max path moves through the flow <==
stage,slack [ns],from,cells after the start,end
after global routing,1.74,W[7],8,Temp
final,1.88,W[7],8,Temp
after CTS,1.88,W[7],8,Temp
==> cell families (layout without fill, tap and decap cells) <==
kind of cell	count (synthesis)	in the layout	share of synthesized area [%]
AOI/OAI and AO/OA	14	14	8.79
xor gates and xnor gates	13	13	9.64
adders and majority gates	17	17	18.0
buffers and inverters	21	42	7.31
DFF	18	18	31.4
and+or+nand+nor	57	57	24.9
==> cells in the final DEF (no fill, tap or decap), types with 2 or more instances in the layout <==
cell type	count
clkdlybuf4s50_1	19
nor2_1	18
ha_1	17
o21ai_0	2
xnor2_1	3
clkbuf_8	3
a21oi_1	3
nand3_1	8
xor2_1	10
nand2_1	9
nand2b_1	2
and3_1	3
dfxtp_1	17
nand4_1	9
nor4_1	2
a21o_1	2
inv_1	19
==> layer usage <==
| layer | vias up | global-route usage (%) | part of all wire, % | wire, microns |
|---|---|---|---|---|
| met3 | 2 | 0.497 | 1.8 | 48 |
| met4 | 0 | 0.882 | 1.3 | 34 |
| met5 | - | 0 | 0 | 0 |
| li1 | 526 | - | - | - |
| met1 | 415 | 6.22 | 50 | 1320 |
| met2 | 13 | 8.36 | 47 | 1230 |
==> synth_stat cells (2+ instances only) <==
cell type | count | area (sq um)
nand3_1 | 8 | 40.0
nand4_1 | 9 | 56.3
nand2b_1 | 2 | 12.5
a21o_1 | 2 | 15.0
and3_1 | 3 | 18.8
inv_1 | 19 | 71.3
ha_1 | 17 | 213
xnor2_1 | 3 | 26.3
nor2_1 | 18 | 67.6
a21oi_1 | 3 | 15.0
dfxtp_1 | 17 | 340
nand2_1 | 9 | 33.8
nor4_1 | 2 | 12.5
xor2_1 | 10 | 87.6
o21ai_0 | 2 | 10.0
==> metrics by stage <==
step,std cells,total power [mW],hold WS [ns]
after floorplan,140,0.186,0.444
after global placement,253,0.209,0.474
after detailed placement,253,0.210,0.489
after CTS,257,0.325,0.504
after global routing,257,0.337,0.531
final,257,0.318,0.494
==> power groups by stage <==
stage / combinational (mW) / sequential [mW] / clock (mW)
4_1_cts: 0.0432 / 0.164 / 0.118
5_1_grt: 0.0482 / 0.164 / 0.124
6_report: 0.0423 / 0.164 / 0.113
==> worst register-to-register path, cell delays in order (launching register included) <==
cell	delay, ns
dfxtp_1	0.36
ha_1	0.36
nand3_1	0.11
nor4_1	0.24
a32oi_1	0.16
and4b_1	0.23
a41o_1	0.21
No activity file was given, so power comes from the tool's default toggle rates.
